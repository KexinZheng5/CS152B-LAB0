### /design/flow/design.v
module single_digit_adder (D1, D2, Cin, Cout, Out);
    input D1, D2, Cin;  
    output Cout, Out;  
    wire D12, D1C, D2C;  
    xor(Out, D1, D2, Cin);  
    and(D12, D1, D2);
    and(D1C, D1, Cin);
    and(D2C, D2, Cin);
    or(Cout, D12, D1C, D2C);
endmodule
module six_digit_adder (D1, D2, Cout, Out);
    input [5:0] D1, D2;  
    output [5:0] Out;  
    output Cout; 
    wire carry[4:0]; 
    single_digit_adder dig0 (D1[0], D2[0], 1'b0, carry[0], Out[0]);
    single_digit_adder dig1 (D1[1], D2[1], carry[0], carry[1], Out[1]);
    single_digit_adder dig2 (D1[2], D2[2], carry[1], carry[2], Out[2]);
    single_digit_adder dig3 (D1[3], D2[3], carry[2], carry[3], Out[3]);
    single_digit_adder dig4 (D1[4], D2[4], carry[3], carry[4], Out[4]);
    single_digit_adder dig5 (D1[5], D2[5], carry[4], Cout, Out[5]);
endmodule
module BCD_divisible_by_11 (D, Q);
    input [15:0] D;  
    output Q;  
    wire [5:0] a, b1, b2, b3, c, d1, d2, d3;  
    wire c1, c2, c3, c4, c5;  
    wire [5:0] sum1, sum2, sum3;  
    wire mult1, mult2, mult3; 
    wire [4:0] negation;
    assign a = {2'b00, D[15:12]};
    assign b1 = {2'b00, D[11:8]};
    assign c = {2'b00, D[7:4]};
    assign d1 = {2'b00, D[3:0]};
    not(b2[0], b1[0]);
    not(b2[1], b1[1]);
    not(b2[2], b1[2]);
    not(b2[3], b1[3]);
    not(b2[4], b1[4]);
    not(b2[5], b1[5]);
    six_digit_adder add0 (b2, 6'b000001, c1, b3);
    not(d2[0], d1[0]);
    not(d2[1], d1[1]);
    not(d2[2], d1[2]);
    not(d2[3], d1[3]);
    not(d2[4], d1[4]);
    not(d2[5], d1[5]);
    six_digit_adder add1 (d2, 6'b000001, c2, d3);
    six_digit_adder add2 (a, b3, c3, sum1);
    six_digit_adder add3 (sum1, c, c4, sum2);
    six_digit_adder add4 (sum2, d3, c5, sum3);
    nor(mult1, sum3[0], sum3[1], sum3[2], sum3[3], sum3[4], sum3[5]);
    not(negation[0], sum3[5]);
    not(negation[1], sum3[4]);
    not(negation[2], sum3[2]);
    and(mult2, sum3[0], sum3[1], negation[2], sum3[3], negation[1], negation[0]);
    not(negation[3], sum3[3]);
    not(negation[4], sum3[1]);
    and(mult3, sum3[0], negation[4], sum3[2], negation[3], sum3[4], sum3[5]);
    or(Q, mult1, mult2, mult3);
endmodule
### /design/flow/run.sh
#!/bin/bash
# OpenROAD 26Q1-2900-gdf79404cd8, Yosys 0.63+post, stock flow scripts
make -C /OpenROAD-flow-scripts/flow DESIGN_CONFIG=/design/flow/config.mk WORK_HOME=/design/flow/orfs finish
### /design/flow/config.mk
export PLATFORM = sky130hd
export DESIGN_NAME = BCD_divisible_by_11
export DESIGN_NICKNAME = BCD_divisible_by_11
export VERILOG_FILES = /design/flow/design.v
export SDC_FILE = /design/flow/constraint.sdc
export NUM_CORES = 4
export LEC_CHECK = 1
export CORE_AREA = 10 10 70 70
export DIE_AREA = 0 0 80 80
### /design/flow/constraint.sdc
current_design BCD_divisible_by_11

set clk_period 6.9
set clk_io_pct 0.2

create_clock -name clk0 -period $clk_period

set non_clock_inputs [all_inputs -no_clocks]
set_input_delay [expr $clk_period * $clk_io_pct] -clock clk0 $non_clock_inputs
set_output_delay [expr $clk_period * $clk_io_pct] -clock clk0 [all_outputs]
==> Table 3: Implementation characteristics <==
Implementation parameters

Parameter                              Value

Run
  Total number of warnings across the stage logs    32
  Max Cap Violations    0

Floorplan
  Pre-placement core utilization    14.7%
  Die Size    0.00640 mm²
  Core area    0.00342 mm²
  FP Rows    21
  DIE WIDTH    approximately 80 µm
  Die boundary height    80 µm
  Count of boundary I/O pins    17

Global routing
  Number of antenna violations at the first check in global routing    0
  Grt met1 use    4.04%
  Overall routing resource usage    2.95%
  Via count of the first global-routing pass    between 300 and 400
  Met2 capacity usage during global routing    4.74%
  Most utilized layer in the global route result    met2
  Wire length of the first global-routing pass    approximately 1600 µm
  Pin count of the biggest net entering global routing    4
  Remaining Overflow, GRT    0
  Global routing usage on met3    0.909%

Timing
  Hold WS    3690 ps
  Final hold violation count    0
  Share of the clock period used by the worst path    97.5%
  Final min period    6730 ps
  Max Freq    149 MHz
  RSZ-0062 raised after global routing    false
  Max-Slew Margin vs Limit    87.5%
  Worst-case setup margin in the final layout    174 ps
  Final Slew Violations    0
  Worst Max-Slew Pin Slew    186 ps
  TNS Setup    0 ps
  Setup violations, final    0

Logic synthesis
  Most frequent cells after synthesis    sky130_fd_sc_hd__inv_1, sky130_fd_sc_hd__ha_1, sky130_fd_sc_hd__fa_1
  Yosys synthesis chip area    502 µm²
  Area leader share    39.9%
  Largest cells by area after synthesis    sky130_fd_sc_hd__fa_1, sky130_fd_sc_hd__ha_1, sky130_fd_sc_hd__inv_1
  Most area-hungry cell type in the Yosys netlist    sky130_fd_sc_hd__fa_1
  Count leader, synth    sky130_fd_sc_hd__inv_1
  Avg Cell Area, Syn    9.12 µm²
  Number of cells in the yosys synthesis report    55
  Sequential area share after synthesis    0%
  Total standard cell area after synthesis    approximately 500 µm²
  Post-synthesis cell count    55
  Number of distinct standard cells referenced by the synthesized netlist    10
  Yosys synthesis warning count    1

Power
  Power share of the clock group    0%
  Final Total Pwr    112 µW
  Power share of the combinational group    approximately 100%
  Worst VDD drop    0.0552 mV
  Power Dens Cells    148 mW/mm²
  Net switching share of the total power    between 40% and 50%
  Internal power summed over all cells    between 60 and 70 µW
  Fraction of power consumed by sequential logic    0%
  Total net switching power    51.5 µW
  Reported leakage power    ~0.37 nW

Routing
  Number of antenna diodes    0
  Number of DRC markers in iteration 0    1
  Number of detailed-route iterations in the first pass    2
  Mean number of vias per cell    3.18
  DR vias    378
  Aggregate routed wire length    around 950 µm
  Post-route DRC    0
  Number of nets with antenna violations after routing    0
  Detail-routed net length per standard cell    7.97 µm

Critical path
  Crit path launch type    primary input
  Worst Path Class, Setup    in -> out
  Critical Path RT    5520 ps
  Worst-path fanout max    3
  CP endpoint kind    output port
  Arr. time, crit path    about 5400 ps

Layout
  Number of non-filler instances in the completed layout    119
  Post-synthesis to final-layout area growth    50.9%
  Flop Count    0
  Seq. cell area    0 µm²
  Multi-input gate area    434 µm²
  # fillers    383
  Share of final-layout standard cells stronger than drive strength 1    15.1%
  Clk_buf instances    0

Place
  Half-perimeter wire length of the detailed placement result    921 µm
  DP Worst Slack    -313 ps
  RD Place Congestion    0.681
  Placed Instances    119
  Number of buffers added on ports    17

Clock network
  # hold bufs at CTS    0

Outcome
  Outcome    completed

Min path
  Worst Hold Class    in -> out
## per-layer routing
| layer | routed length (µm) | vias up | part of all wire, % |
|---|---|---|---|
| li1 | - | 196 | - |
| met1 | 425 | 173 | 45 |
| met2 | 450 | 9 | 47 |
| met3 | 71 | 0 | 7.5 |
| met4 | 0 | 0 | 0 |
| met5 | 0 | - | 0 |
## metrics by stage
| step | instance area, µm² | utilization [%] |
|---|---|---|
| floorplan | 502 | - |
| global placement | 737 | 21.6 |
| detailed placement | 737 | 21.6 |
| CTS | 746 | 21.8 |
| global route | 757 | 22.2 |
| finish | 757 | 22.2 |
## path summary, 6_finish.rpt
path	from	to	slack (ps)	cells after the start
setup / recovery	D[9]	Q	170	16
hold / removal	D[8]	Q	3690	8
## placed cells by master, fill, tap and decap left out, drive strengths merged
master         instances
clkbuf                 1
nor3b                  1
dlymetal6s2s           1
o21ai                  2
inv                   24
nand3                  1
and4bb                 1
clkdlybuf4s50         15
nor2                   1
xnor2                  3
ha                    11
buf                    1
nand4b                 1
fa                    10
## power groups by stage
stage / registers [mW] / logic [mW] / clock network [mW]
4_1_cts: 0 / 0.114 / 0
5_1_grt: 0 / 0.131 / 0
6_report: 0 / 0.112 / 0
## area by class of cell
cell class | instances | share of cell area [%]
inverters | 24 | 11.9
multi-input cells | 31 | 57.4
repair buffers | 18 | 23.1
well taps | 46 | 7.60
## worst max-delay path: stages
cell and delay [ps]:
sky130_fd_sc_hd__clkdlybuf4s50_1 460, sky130_fd_sc_hd__inv_1 60, sky130_fd_sc_hd__ha_4 260, sky130_fd_sc_hd__inv_2 30, sky130_fd_sc_hd__fa_1 470, sky130_fd_sc_hd__fa_2 350
sky130_fd_sc_hd__fa_1 520, sky130_fd_sc_hd__inv_2 40, sky130_fd_sc_hd__fa_2 390, sky130_fd_sc_hd__fa_2 390, sky130_fd_sc_hd__inv_2 60, sky130_fd_sc_hd__fa_1 430
sky130_fd_sc_hd__and4bb_2 250, sky130_fd_sc_hd__o21ai_1 100, sky130_fd_sc_hd__o21ai_1 70, sky130_fd_sc_hd__clkbuf_2 100
## kinds of logic after synthesis
family / synth area share [%]
fa+ha+maj: 67.3
compound gates: 2.00
buf+inv: 18.0
xor+xnor: 5.24
simple gates: 7.48
## timing repair
action,CTS,global route
endpoints found under the setup margin,1,1
buffers inserted,0,0
hold endpoints to repair,0,0
pin swaps,5,8
gates resized,6,6
Power and IR drop assume default switching activity.
