--- run.sh ---
#!/bin/bash
# OpenROAD 26Q1-2900-gdf79404cd8, Yosys 0.63+post, stock flow scripts
make -C /OpenROAD-flow-scripts/flow DESIGN_CONFIG=/design/flow/config.mk WORK_HOME=/design/flow/orfs finish
--- config.mk ---
export PLATFORM = sky130hd
export DESIGN_NAME = BCD_divisible_by_3
export DESIGN_NICKNAME = BCD_divisible_by_3
export VERILOG_FILES = /design/flow/design.v
export SDC_FILE = /design/flow/constraint.sdc
export NUM_CORES = 4
export LEC_CHECK = 1
export CORE_AREA = 10 10 70 70
export DIE_AREA = 0 0 80 80
--- constraint.sdc ---
current_design BCD_divisible_by_3

set clk_period 4.7
set clk_io_pct 0.2

create_clock -name clk0 -period $clk_period

set non_clock_inputs [all_inputs -no_clocks]
set_input_delay [expr $clk_period * $clk_io_pct] -clock clk0 $non_clock_inputs
set_output_delay [expr $clk_period * $clk_io_pct] -clock clk0 [all_outputs]
--- design.v ---
module BCD_divisible_by_3(D, Q);
	input wire [15:0] D;	 
	output Q;			 
	reg result;
	reg [3:0] first_digit;	 
	reg [3:0] second_digit;
	reg [3:0] third_digit;
	reg [3:0] fourth_digit;	
	reg [4:0] sum_first_second;  
	reg [4:0] sum_third_fourth;
	reg [5:0] sum_final;  
	reg s1, s2, s3, s4;	 
	reg s5, s6, s7, s8;	 
	reg s9, s10, s11, s12, s13;	 
	reg c1, c2, c3, c4;	 
	reg c5, c6, c7, c8;	 
	reg c9, c10, c11, c12, c13;	 
	always @ (D)
	begin
		first_digit = D[3:0];	 
		second_digit = D[7:4];
		third_digit = D[11:8];
		fourth_digit = D[15:12];
		s1 = first_digit[0] ^ second_digit[0];
		c1 = first_digit[0] & second_digit[0];	
		s2 = first_digit[1] ^ second_digit[1] ^ c1;
		c2 = (first_digit[1] & second_digit[1]) || (first_digit[1] & c1) || (c1 & second_digit[1]);
		s3 = first_digit[2] ^ second_digit[2] ^ c2;
		c3 = (first_digit[2] & second_digit[2]) || (first_digit[2] & c2) || (c2 & second_digit[2]);
		s4 = first_digit[3] ^ second_digit[3] ^ c3;
		c4 = (first_digit[3] & second_digit[3]) || (first_digit[3] & c3) || (c3 & second_digit[3]);
		sum_first_second = {c4, s4, s3, s2, s1};
		s5 = third_digit[0] ^ fourth_digit[0];	
		c5 = third_digit[0] & fourth_digit[0];	
		s6 = third_digit[1] ^ fourth_digit[1] ^ c5;
		c6 = (third_digit[1] & fourth_digit[1]) || (third_digit[1] & c5) || (c5 & fourth_digit[1]);
		s7 = third_digit[2] ^ fourth_digit[2] ^ c6;
		c7 = (third_digit[2] & fourth_digit[2]) || (third_digit[2] & c6) || (c6 & fourth_digit[2]);
		s8 = third_digit[3] ^ fourth_digit[3] ^ c7;
		c8 = (third_digit[3] & fourth_digit[3]) || (third_digit[3] & c7) || (c7 & fourth_digit[3]);
		sum_third_fourth = {c8, s8, s7, s6, s5};
		s9 = sum_first_second[0] ^ sum_third_fourth[0];
		c9 = sum_first_second[0] & sum_third_fourth[0];
		s10 = sum_first_second[1] ^ sum_third_fourth[1] ^ c9;
		c10 = (sum_first_second[1] & sum_third_fourth[1]) || (sum_first_second[1] & c9) || (c9 & sum_third_fourth[1]);
		s11 = sum_first_second[2] ^ sum_third_fourth[2] ^ c10;
		c11 = (sum_first_second[2] & sum_third_fourth[2]) || (sum_first_second[2] & c10) || (c10 & sum_third_fourth[2]);
		s12 = sum_first_second[3] ^ sum_third_fourth[3] ^ c11;
		c12 = (sum_first_second[3] & sum_third_fourth[3]) || (sum_first_second[3] & c11) || (c11 & sum_third_fourth[3]);
		s13 = sum_first_second[4] ^ sum_third_fourth[4] ^ c12;
		c13 = (sum_first_second[4] & sum_third_fourth[4]) || (sum_first_second[4] & c12) || (c12 & sum_third_fourth[4]);
		sum_final = {c13, s13, s12, s11, s10, s9};	
		result = (sum_final == 6'b000000) || (sum_final == 6'b000011) || (sum_final == 6'b000110) || (sum_final == 6'b001001) || (sum_final == 6'b001100) || (sum_final == 6'b001111) || (sum_final == 6'b010010) || (sum_final == 6'b010101) ||  (sum_final == 6'b011000) || (sum_final == 6'b011011) || (sum_final == 6'b011110) || (sum_final == 6'b100001) || (sum_final == 6'b100100);
	end
	assign Q = result;
endmodule
==> ci_impl_report.md <==
### Yosys + OpenROAD results

| Metric | Value |
|---|---|
| Seq share, synth | `0` |
| Critical Path AT | `4050 ps` |
| Largest net degree at the start of global routing | `7` |
| Top cell area share | `0.486` |
| Crit Path Category | `input port to output pin` |
| Total GRT Usage | `0.0297` |
| DP Area | `681 um^2` |
| RSZ-0062 raised after global routing | `true` |
| Minimum clock period | `4990 ps` |
| WL/cell | `8.10 um` |
| Worst Setup SP | `D[12]` |
| Crit. End Element | `output pin` |
| Initial antenna violation count | `0` |
| Pleak | `0.276 nW` |
| Vias | `316` |
| Yosys Chip Area | `412 um^2` |
| Cts-stage hold buffer count | `0` |
| Fp util | `0.121` |
| I/O Buffers | `17` |
| PnR Total Power | `0.186 mW` |
| P&R area growth vs syn | `63.8%` |
| Core box area | `0.00342 mm^2` |
| Util after Layout | `0.197` |
| Total die size | `0.00640 mm^2` |
| Final Hold Viols | `0` |
| # rows | `21` |
| Detail Route Antenna Nets | `0` |
| Worst Setup EP | `Q` |
| Die height | `80 um` |
| Yosys cell types | `17` |
| FFs & Latches | `0` |
| Final period utilization | `1.06` |
| Gpl congestion | `0.655` |
| YS warnings | `1` |
| Top cell type by total area after synthesis | `fa_1` |
| Final Setup Violations | `1` |
| ANT cells | `0` |
| Post-Place Cells | `105` |
| Vias/cell | `3.01` |
| Max-Cap Viols | `0` |
| Post-CTS Setup Inserts | `0` |
| Top fanout value on the critical path | `2` |
| Setup WS pre-CTS | `-1200 ps` |
| Die X | `80 um` |
| Worst EP required | `3760 ps` |
| Top cells by area, synth | `fa_1 49%, inv_1 11%, ha_1 9.1%, xnor2_1 4.3%, or4b_4 3.3%` |
| FF+latch area | `0 um^2` |
| Yosys cell count | `40` |
| Cell with the most instances after synthesis | `inv_1` |
| Setup_tns | `-289 ps` |
| First-pass GRT wire length | `1590 um` |
| Tool warnings | `35` |
| # DRC | `0` |
| Post-Synthesis Cell Area | `412 um^2` |
| Non-Filler Instances | `105` |
| Cells after synthesis | `40` |
| Mean Syn Cell Area | `10.3 um^2` |
| Detailed Route WL | `851 um` |
| Tightest Pin Transition | `232 ps` |
| Final instance area | `674 um^2` |
| Setup ws final | `-289 ps` |
| Status | `complete, but fails checks` |
| Final Max Slew Viols | `0` |
| Post-synth top cells | `12 x inv_1, 10 x fa_1, 3 x ha_1, 2 x xnor2_1` |
| Max-slew headroom | `0.843` |
| Starting DRT DRC Count | `11` |
| Worst VDD drop | `0.0000736 V` |
| Final HPWL DP | `855 um` |
| Hold WS | `2520 ps` |
| FMAX | `0.200 GHz` |
| Share of layout cells above drive strength 1 | `0.390` |
| IO Count | `17` |
| Pwr Density | `276 mW/mm^2` |
| GRT Residual Overflow | `0` |
| Critical Path Source Type | `input port` |
| CLK BUF | `0` |
| Vias in the first global route | `384` |
| Failing checks | `negative setup slack` |
| DR pass1 iterations | `2` |
| Hold Path Class | `input port to output pin` |
critical path: stages:
cell and delay (ps):
buf_6 100, ha_4 140, fa_2 350, fa_2 350, fa_1 470, fa_2 370, inv_2 60, fa_2 430
or4b_4 490, o211ai_2 80, o211ai_1 100, o21ai_1 80, buf_2 100
cell usage in the layout (no fill, tap or decap):
cell type,netlist,final
nor4bb_1,1,1
buf_6,1,2
buf_2,0,4
fa_2,0,7
dlygate4sd2_1,0,1
xor2_1,1,1
o211ai_1,1,1
o21ai_1,1,1
buf_4,0,3
fa_1,10,3
ha_4,0,2
a21o_1,1,1
ha_1,3,1
nand2b_1,1,1
o31ai_1,1,1
inv_1,12,9
xnor2_1,2,2
nor3b_1,1,1
nand4b_1,1,1
clkdlybuf4s50_1,0,8
inv_2,0,3
clkdlybuf4s15_1,0,2
a21oi_1,1,1
or4b_4,1,1
o211ai_2,1,1
kinds of logic (layout without fill, tap and decap cells):
| logic type | count (synthesis) | count (layout) | share of synthesized area |
|---|---|---|---|
| adder cells (fa/ha/maj) | 13 | 13 | 0.578 |
| XOR/XNOR | 3 | 3 | 0.0638 |
| buffers and inverters | 13 | 32 | 0.137 |
| AND/OR/NAND/NOR | 5 | 5 | 0.112 |
| AND-OR/OR-AND | 6 | 6 | 0.109 |
routing by layer:
metal	global-route usage	wire length (um)
met1	0.0348	358
met2	0.0522	396
met3	0.0125	96
met4	0	0
met5	0	0
how the worst min path moves through the flow:
stage,from,slack [ps],cells after the start,end
CTS,D[8],2530,6,Q
global route,D[8],2580,6,Q
finish,D[8],2520,6,Q
cell type report:
class	instances	area (um^2)
timing repair buffer	20	174
fill	383	2740
multi-input combinational	27	398
tap	46	57.6
inverter	12	45.0
power by group:
part,total [mW],switching (mW),internal [mW]
clock,0,0,0
sequential,0,0,0
combinational,0.186,0.0825,0.104
total,0.186,0.0825,0.104
timing repair:
action,in CTS,in global routing
resized,31,0
endpoints found under the setup margin,1,1
pin swaps,11,1
cloned,0,0
Power figures rest on the tool's default switching activity, not on a simulated workload.
